==> flow/design.v <==
`timescale 1ns / 1ps
module SynRegFile(
    clk, rst_n, en, w_en, req_dbg, req_w, req_a, req_b, data_w,
	data_dbg, data_a, data_b
);
    input clk;
    input rst_n;
    input en;
    input w_en;
    input [4:0] req_dbg;
    input [4:0] req_w;
    input [4:0] req_a;
    input [4:0] req_b;
    input [31:0] data_w;
    output [31:0] data_dbg;
    output [31:0] data_a;
    output [31:0] data_b;
    reg [31:0] regs[31:1];
    assign data_dbg = req_dbg == 0 ? 32'd0 : regs[req_dbg];
    assign data_a = req_a == 0 ? 32'd0 : regs[req_a];
    assign data_b = req_b == 0 ? 32'd0 : regs[req_b];
    always @(negedge clk) begin
        if (en && w_en && req_w != 5'd0)
            regs[req_w] <= data_w;
    end
endmodule
==> flow/run.sh <==
#!/bin/bash
# OpenROAD 26Q1-2900-gdf79404cd8, Yosys 0.63+post, stock flow scripts
make -C /OpenROAD-flow-scripts/flow DESIGN_CONFIG=/design/flow/config.mk WORK_HOME=/design/flow/orfs finish
==> flow/config.mk <==
export PLATFORM = sky130hd
export DESIGN_NAME = SynRegFile
export DESIGN_NICKNAME = SynRegFile
export VERILOG_FILES = /design/flow/design.v
export SDC_FILE = /design/flow/constraint.sdc
export NUM_CORES = 4
export LEC_CHECK = 1
export CORE_UTILIZATION = 50
==> flow/constraint.sdc <==
current_design SynRegFile

set clk_period 6.0
set clk_io_pct 0.2

create_clock -name clk0 -period $clk_period [get_ports {clk}]

set non_clock_inputs [all_inputs -no_clocks]
set_input_delay [expr $clk_period * $clk_io_pct] -clock clk0 $non_clock_inputs
set_output_delay [expr $clk_period * $clk_io_pct] -clock clk0 [all_outputs]
==> deck_impl_summary.md <==
Run Summary

CTS
  • Clk root buf: clkbuf_16
  • Worst-path clk slew: about 50 ps
  • H-tree depth: 3
  • CTS buffer count: 112
  • CTS Buffer Depth: 3
  • Clock Sinks: around 990
  • CTS tree: built

Synth
  • Main flop type: edfxtp_1
  • Cell area after synthesis: between 0.05 and 0.06 mm²
  • Ys cells: 3066
  • YS chip area: between 0.05 and 0.06 mm²
  • Cells after synthesis: between 3000 and 4000
  • Syn. warnings: 1
  • Flip-flops with a built-in enable: 992
  • Post-synth ARST share: 0%
  • Synth Register Bits: slightly below 1000
  • Mapped Avg Cell Area: 17.5 µm²
  • Post-synth seq share: a little under three fifths
  • Area leader share: between 50 and 60%
  • Dominant cell type by area after synthesis: edfxtp_1
  • Synth area leaders: edfxtp_1, mux4_2, mux2i_1, mux2_2, a22o_1
  • Netlist cell types: between 40 and 50

Placed design
  • RD Place Congestion: between 0.9 and 1
  • Number of port buffers: 150
  • Placed instance count: 4879
  • DPL Wire Length: ~120000 µm

Global routing
  • Gr busiest metal: met2
  • GRT met3 Usage: between 30% and 40%
  • Total global routing overflow: 0
  • M1 GR Usage: ~45%
  • GR Util All Layers: approximately two fifths
  • First-pass GRT wire length: approximately 280000 µm
  • Vias in the first global route: 45400
  • Initial antenna violation count: 2
  • Pin count of the biggest net entering global routing: approximately 85
  • Global Route met2 Usage: 54.9%

Floorplanning
  • Core box area: between 0.1 and 0.15 mm²
  • Die Width: ~330 µm
  • Die Area: between 0.1 and 0.15 mm²
  • Site Rows: around 120
  • Die height: about 330 µm
  • Core Util at FP: roughly half
  • # IOs: between 150 and 200

Drt
  • Routed length per instance: ~32 µm
  • Total wire length: approximately 190000 µm
  • Remaining antenna violation count after routing: 0
  • Pre-Repair DR Iteration Count: 6
  • # diodes: 0
  • Routed vias/inst: approximately 6.4
  • Vias post-DR: 39400
  • Residual DRC: 0
  • Starting DRT DRC Count: roughly 2400

Final layout
  • # fillers: between 6000 and 7000
  • Largest register by flop count: regs
  • Most used logic cell in the final layout: inv_1
  • Area grow syn2layout: 31.9%
  • Max FFs per register: just under 1000
  • Final non-filler cell total: between 6000 and 7000
  • Ratio of cells with drive above 1 in the final layout: 40.7%
  • Top Layout Cells: inv_1, edfxtp_1, mux4_2, buf_4, mux2i_1
  • Top flop regs: regs x992

Setup path
  • Startpoint types: flip-flop
  • Setup CP Type: flip-flop to output port
  • Setup crit end kind: output port
  • WP data arrival: roughly 5600 ps
  • WP data required: 4800 ps
  • Worst-path maximum fanout: 2

Status
  • Failing checks: setup timing
  • Status: finished, violations left

Power
  • Power Dens Cells: 280 mW/mm²
  • Static leakage: 28.1 nW
  • IR drop worst, VDD: 0.296 mV

Flow run
  • Tool warnings: around 1000
  • Max cap viols: 0

Hold path
  • Hold Path Class: input pin to output port

STA
  • Final Worst Setup Slack: -823 ps
  • RSZ-0062 raised after global routing: true
  • Slew margin rel.: a little over a fifth
  • Max Transition Viols Final: 0
  • Hold slack final: 3110 ps
  • Final hold vios: 0
  • Worst Max-Slew Pin Slew: around 1200 ps
  • Endpoints failing setup: approximately 96
## power breakdown
group	total [mW]	switching, mW	internal, mW	leakage (nW)
Combinational	2.15	1.19	0.952	12.0
Sequential	7.76	0.0268	7.74	8.92
Clock	9.94	4.59	5.35	7.25
## cells by family (layout without fill, tap and decap cells)
logic type,after synthesis,after routing,synth area share [%]
muxes,993,993,33.4
DFF,992,992,55.4
AOI/OAI and AO/OA,500,500,6.32
and+or+nand+nor,297,297,2.52
buffers and inverters,284,1943,2.37
## per-stage QoR
step | power (mW) | setup TNS, ps | utilization [%] | setup WS (ps) | area (µm²)
finish | 19.9 | -54010 | 66.9 | -823 | 70900
global route | 20.9 | -60840 | 66.9 | -868 | 70900
CTS | 20.0 | -56620 | 66.4 | -773 | 70400
detailed placement | 10.8 | -126440 | 58.0 | -422 | 61500
global placement | 10.8 | -117670 | 58.0 | -413 | 61500
floorplan | 9.89 | -153050 | - | -495 | 53800
## cells in the mapped netlist, drive strengths merged (2+ instances only)
library cell  instances
edfxtp              992
mux4                629
mux2i               237
buf                 157
nor2                138
a21oi               128
mux2                127
clkbuf              125
a22o                 76
a22oi                75
o21ai                74
nand2                68
o221ai               43
a221oi               31
o22ai                31
nand2b               28
nand3                28
a21o                 25
a211oi               13
and3                  6
nand3b                6
nor3b                 5
nor2b                 4
nor3                  3
and3b                 2
o211ai                2
or4                   2
## worst max-delay path: stages (launching register included)
cell	delay, ps
edfxtp_1	400
buf_4	160
mux4_2	460
a22o_1	210
o21ai_2	200
buf_6	140
o221ai_4	140
buf_2	170
## metal layers
layer	part of all wire (%)	vias up
met1	29	19000
li1	-	16400
met2	46	3251
met3	19	658
met4	5.9	27
met5	0.36	-
## area by class of cell
class | instances | area [µm²] | area share [%]
timing repair buffer | 747 | 7070 | 9.97
multi-input combinational | 1790 | 24700 | 34.8
inverter | 1 | 3.75 | 0.00529
clock buffer | 113 | 2830 | 3.99
tap | 1391 | 1740 | 2.45
clock inverter | 1082 | 4860 | 6.85
sequential | 992 | 29800 | 42.0
## path summary, 6_finish.rpt
check / from / to / slack, ps / depth (start not counted)
worst min-delay path: req_b[0] / data_b[0] / 3110 / 6
worst max-delay path: regs[6][6] / data_a[6] / -820 / 7
## timing repair
item,CTS,global route
setup endpoints to repair,96,96
pin swaps,204,105
buffers inserted,58,12
gates resized,594,113
hold buffers,0,0
No activity file was given, so power comes from the tool's default toggle rates.
