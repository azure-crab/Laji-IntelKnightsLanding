### /design/flow/constraint.sdc
current_design CmbALU

set clk_period 22.9
set clk_io_pct 0.2

create_clock -name clk0 -period $clk_period

set non_clock_inputs [all_inputs -no_clocks]
set_input_delay [expr $clk_period * $clk_io_pct] -clock clk0 $non_clock_inputs
set_output_delay [expr $clk_period * $clk_io_pct] -clock clk0 [all_outputs]
### /design/flow/design.v
`timescale 1ns / 1ps
module CmbALU(op, data_x, data_y, shamt, data_res);
    input [4 - 1:0] op;
    input [31:0] data_x;
    input [31:0] data_y;
    input [4:0] shamt;       
    output reg [31:0] data_res;
    always @(*) begin
        case (op)
            4'h0:
                data_res <= (data_x & data_y);
            4'h1:
                data_res <= (data_x | data_y);
            4'h2:
                data_res <= (data_x ^ data_y);
            4'h3:
                data_res <= ~(data_x | data_y);
            4'h4:
                data_res <= (data_x + data_y);
            4'h5:
                data_res <= (data_x - data_y);
            4'h6:
                data_res <= (data_y << data_x[4:0]);
            4'h7:
                data_res <= $unsigned(($signed(data_y) >>> data_x[4:0]));
            4'h8:
                data_res <= (data_y >> data_x[4:0]);
            4'h9:
                data_res <= (data_y << shamt);
            4'ha:
                data_res <= $unsigned(($signed(data_y) >>> shamt));
            4'hb:
                data_res <= (data_y >> shamt);
            4'hc:
                data_res <= ($signed(data_x) < $signed(data_y));
            4'hd:
                data_res <= (data_x < data_y);
            4'he:
                data_res <= (data_y << 'd16);
            default:
                data_res <= 32'd0;
        endcase
    end
endmodule
### /design/flow/run.sh
#!/bin/bash
# OpenROAD 26Q1-2900-gdf79404cd8, Yosys 0.63+post, stock flow scripts
make -C /OpenROAD-flow-scripts/flow DESIGN_CONFIG=/design/flow/config.mk WORK_HOME=/design/flow/orfs finish
### /design/flow/config.mk
export PLATFORM = sky130hd
export DESIGN_NAME = CmbALU
export DESIGN_NICKNAME = CmbALU
export VERILOG_FILES = /design/flow/design.v
export SDC_FILE = /design/flow/constraint.sdc
export NUM_CORES = 4
export LEC_CHECK = 1
export CORE_UTILIZATION = 40
==> reports/results.ini <==
[power_and_ir_drop]
p_per_area_mw_per_mm2=28.8
vdd_drop_max_v=0.0000281
power_switching_w=0.000234
p_leak_nw=5.24
swShare=0.649
p_int_w=0.000127

[cells_and_area]
syn2layout_area_growth_pct=11.7
n_sequential_cell=0
drive_above_1_share=0.0701
nClkBuffers=0
layout_top_cell=nand2_1
final_cell_area_sq_mm=0.0125
layout_top_cells=192 x nand2_1, 167 x nor2_1, 164 x a21oi_1, 162 x mux2i_1, 140 x o21ai_0
seqCellArea_sq_um=0

[final_timing]
finalCritPeriodShare=0.642
rsz0062_at_grt=false
tns_ns=0
setup_viol=0
holdWs_ns=10.46
fmax_ghz=0.0680
hold_viol=0
tightest_slew_ns=1.00
slew_headroom=0.333
min_period_ns=14.70
drv_slew=0

[die]
core-area_sq_mm=0.0273
dieArea_sq_mm=0.0287
io_pins=105
die_x_microns=170
placementRows=60
initial_utilization=0.412
chipHeight_microns=170

[yosys]
postSynthCellCount=1729
syn_area_sq_mm=0.0112
synth_cell_types=85
synth_warnings=1
ys_area_sq_mm=0.0112
synth_seq_share=0
yosys_cells=1729
syn_area_per_cell_sq_um=6.49

[drt]
drt_iter0_markers=2100
drtAntennaViolNets=0
drt_first_pass_iters=7
via_per_inst=6.98
vias=14755
avgRoutedWirePerCell_microns=31.1
routed_wl_microns=65700
drcViolationCount=0

[cts]
cts_hold_buf=0
cts_resized=0
post_cts_buffers=0

[global_routing]
overflow=0
grt_max_degree=65
grt_pass1_vias=13430
antenna_found_initial=2
grt_usage=0.460
grt_pass1_wl_microns=94400

[status]
status=completed

[critical_path]
critPathRequiredTime_ns=18.32
worst_path_max_delay_cell=clkdlybuf4s50_1
crit_path_max_incr_delay_ns=0.97
endpoint_kind=output pin
cp_num_buf_inv=3
path_delay_family=buffers and inverters
startpoint_type=input pin
crit_type=in -> out
cp_max_fo=56
arrival_ns=10.12
path_cells=clkdlybuf4s50_1 -> and4bb_1 -> mux2i_4 -> buf_4 -> mux4_2 -> nand2_1 -> nand2_1 -> a222oi_1 -> o31ai_1 -> a2111oi_0 -> o21ai_1 -> clkdlybuf4s50_1

[placement]
hpwlAfterDp_microns=50700
port_buffers=105
placed_area_sq_mm=0.0125
gp_congestion=1.16

[worst_hold_path]
hold_class=in -> out

[flow_run]
drv_cap=0
warnings=99

## power groups by stage
stage | Sequential, W | Combinational [W] | Clock [W]
after global routing | 0 | 0.000378 | 0
after CTS | 0 | 0.000346 | 0
## tightest hold or removal path, delay by kind of cell
| kind | cells | cell delay, ns |
|---|---|---|
| buf+inv | 3 | 0.87 |
| compound gates | 1 | 0.07 |
| simple gates | 3 | 0.33 |
## kinds of logic (layout without fill, tap and decap cells)
kind of cell / count (synthesis) / count (layout) / share of synthesized area
buffers and inverters: 253 / 264 / 0.0948
AOI/OAI and AO/OA: 632 / 632 / 0.373
other: 0 / 2 / 0
xor gates and xnor gates: 5 / 5 / 0.00390
adders and majority gates: 101 / 101 / 0.114
and+or+nand+nor: 534 / 534 / 0.214
muxes: 204 / 204 / 0.200
## metrics by stage
step	setup slack, ns	power, W	cells	utilization
6_report	8.20	0.000361	2114	0.460
5_1_grt	8.04	0.000378	2112	0.460
4_1_cts	8.41	0.000346	2112	0.460
3_5_place_dp	8.45	0.000345	2112	0.460
3_3_place_gp	8.46	0.000345	2112	0.460
2_1_floorplan	10.54	0.000205	1729	-
## worst paths after layout
check / startpoint / end / slack (ns) / cells after the start
worst max-delay path: op[3] / data_res[12] / 8.20 / 12
worst min-delay path: op[0] / data_res[6] / 10.46 / 7
## cell type report
class,count,area (sq um)
diodes,2,5.00
fillers,2876,14700
inverters,106,398
multi-input cells,1476,10200
well taps,372,465
repair buffers,158,1440
## Yosys cell counts (all sizes together) (15+ instances only)
library cell / count / area (sq um)
a211oi: 51 / 383
a21o: 17 / 128
a21oi: 166 / 831
a221oi: 23 / 201
a31oi: 31 / 200
buf: 60 / 340
clkbuf: 87 / 327
ha: 99 / 1240
inv: 106 / 398
mux2: 20 / 236
mux2i: 174 / 1780
nand2: 192 / 721
nand3: 50 / 250
nor2: 168 / 631
nor2b: 16 / 100
nor3: 35 / 175
o2111ai: 15 / 131
o211ai: 18 / 135
o21ai: 142 / 711
o221ai: 16 / 146
o22ai: 18 / 113
## layer usage
layer	global-route usage	share of wire
met1	0.597	0.39
met2	0.697	0.42
met3	0.0997	0.11
met4	0.278	0.076
met5	0.0122	0.00087
No activity file was given, so power comes from the tool's default toggle rates.
